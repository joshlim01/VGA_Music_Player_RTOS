$ cat flow/design.v
module Frequency_Divider(
	input inclk,  
	output reg outclk,  
	input reset,  
	input [31:0] div_count  
);
	reg [31:0] count = 32'd0;  
    always @(posedge inclk) begin
        if(reset) begin
            count <= 0;
            outclk <= 0;
        end
        else begin
            if(count >= div_count) begin
                count <= 0;
                outclk <= ~outclk;
            end
            else begin
                count <= count + 1;
            end
        end
    end
endmodule
$ cat flow/run.sh
#!/bin/bash
# OpenROAD 26Q1-2900-gdf79404cd8, Yosys 0.63+post, stock flow scripts
make -C /OpenROAD-flow-scripts/flow DESIGN_CONFIG=/design/flow/config.mk WORK_HOME=/design/flow/orfs finish
$ cat flow/config.mk
export PLATFORM = sky130hd
export DESIGN_NAME = Frequency_Divider
export DESIGN_NICKNAME = Frequency_Divider
export VERILOG_FILES = /design/flow/design.v
export SDC_FILE = /design/flow/constraint.sdc
export NUM_CORES = 4
export LEC_CHECK = 1
export CORE_UTILIZATION = 30
$ cat flow/constraint.sdc
current_design Frequency_Divider

set clk_period 4.0
set clk_io_pct 0.2

create_clock -name clk0 -period $clk_period [get_ports {inclk}]

set non_clock_inputs [all_inputs -no_clocks]
set_input_delay [expr $clk_period * $clk_io_pct] -clock clk0 $non_clock_inputs
set_output_delay [expr $clk_period * $clk_io_pct] -clock clk0 [all_outputs]
==> flow_summary.json <==
{
  "outcome": "complete, no violations",
  "ir_drop_uv": 121,
  "drc": 0,
  "maxCapViolations": 0,
  "worst_slew_pin_slew_ns": 0.406,
  "netlist_area_um2": 2270,
  "antenna_found_initial": 0,
  "first_pass_iters": 4,
  "cts_made_buffers": 5,
  "syn2layout_area_growth_pct": 22.0,
  "fa_ha_area_share_pct": 18.2,
  "dp_hpwl_mm": 3.31,
  "antennaDiodeCount": 0,
  "routabilityCongestion": 0.760,
  "finalCriticalPeriod_ns": 2.88,
  "postSynthSeqShare_pct": 29.1,
  "grt_pass1_wl_mm": 7.18,
  "worstSetupPathType": "in2reg",
  "fmax_ghz": 0.347,
  "overflow": 0,
  "setup_viol_count_final": 0,
  "worst_setup_path_start_kind": "input port",
  "fin_skew_ns": 0.00298,
  "hold_viol": 0,
  "grt_start_max_net_pins": 33,
  "end_kind": "flop",
  "yosys_warnings": 1,
  "synth_cell_type_count": 36,
  "yosys_area_um2": 2270,
  "fin_ws_ns": 1.12,
  "wirelength_mm": 4.23,
  "drive_gt1_share_pct": 5.50,
  "dieArea_um2": 7930,
  "synth_top_area_share_pct": 29.1,
  "ys_sh_xor_pct": 11.6,
  "netlist_instances": 274,
  "cts.hold.buffers_added": 0,
  "fillers": 761,
  "vias": 1796,
  "wl_per_cell_um": 10.4,
  "drtAntennaViolNets": 0,
  "coreArea_um2": 7290,
  "placementRows": 31,
  "clkTransAtPathRegs_ns": 0.06,
  "cts.htree.levels": 2,
  "cellPowerDensity_nw_per_um2": 237,
  "yosysTopAreaCell": "dfxtp_1",
  "clock.latency.late_pin_ns": 0.28,
  "fp.dieW_um": 89.0,
  "io_pins": 35,
  "mux_area_share_pct": 0.661,
  "final.period_utilization_pct": 72.1,
  "cts_tree": "done",
  "cts_buffer_depth": 2,
  "ys_ff": 33,
  "crit_arrival_ns": 3.04,
  "leakage_nw": 1.24,
  "cts.sinks": 33,
  "finalMaxSlewViolations": 0,
  "ys_sh_simple_pct": 25.9,
  "first_global_vias": 1642,
  "post-route-util_pct": 38.0,
  "path_max_fanout": 32,
  "final.setup.tns_ns": 0,
  "hold_path.class": "reg2reg",
  "dr.first_iter.drc_count": 57,
  "relSlewSlack_pct": 73.0,
  "ys_top_logic_family": "simple AND/OR/NAND/NOR gates",
  "topCellsByArea": "dfxtp_1 29%, ha_1 18%, xnor2_1 6.6%",
  "place.port_buffers": 34,
  "cts.root.buffer_cell": "clkbuf_8",
  "tool_warnings": 25,
  "syn_avg_cell_area_um2": 8.29,
  "rsz0062_at_grt": "false",
  "cp.required_ns": 4.16,
  "cts-resized-gates": 0,
  "fp-utilization_pct": 31.2,
  "fp.dieH_um": 89.0,
  "cts_setup_buffers": 0,
  "ys_cells": 274,
  "track_usage_pct": 11.6,
  "dp_slack_ns": 0.806,
  "ys_sh_aoi_pct": 6.28,
  "via_per_inst": 4.40
}
-- worst max-delay path, cell delays in order --
cell and delay, ns:
clkdlybuf4s50_1 0.45, inv_1 0.04, ha_1 0.28, nand4_1 0.12, or3_1 0.43, nand3b_1 0.21
a31o_2 0.26, nand3b_4 0.33, nor2_1 0.09
-- cells in the final DEF (no fill, tap or decap), types with 2 or more instances in the layout --
cell type         n
nand3_1          11
and4_1            3
nand2_1          19
nor2_1           38
nor3_1            6
nor2_2            4
inv_1            37
and3_1            5
clkdlybuf4s50_1  34
nand4_4           2
nand2b_1          2
xnor2_1          17
and2_1            2
or3_1             2
nor4_1            2
ha_1             33
nor2b_1           2
xor2_1           13
clkbuf_8          6
o21ai_0           6
dfxtp_1          33
a21oi_1          13
nand4_1           7
-- final cells by class --
type / instances / area (µm²) / area share, %
Clock buffer: 7 / 86.3 / 3.11
Inverter: 37 / 139 / 5.01
Multi-Input combinational cell: 198 / 1420 / 51.3
Sequential cell: 33 / 661 / 23.8
Tap cell: 99 / 124 / 4.47
Timing Repair Buffer: 34 / 340 / 12.3
-- per-layer routing --
layer / GRT usage [%] / routed length, µm / vias up
met1: 16.8 / 2250 / 793
met5: 0 / 0 / -
li1: - / - / 978
met4: 1.30 / 61 / 0
met2: 18.9 / 1810 / 21
met3: 2.06 / 100 / 4
-- final timing paths --
check | from | endpoint | slack, ns | cells past startpoint
max | div_count[29] | count[19]$_SDFF_PP0_ | 1.12 | 9
min | count[0]$_SDFF_PP0_ | count[0]$_SDFF_PP0_ | 0.46 | 1
max reg2reg | count[17]$_SDFF_PP0_ | count[29]$_SDFF_PP0_ | 1.68 | 7
min reg2reg | count[0]$_SDFF_PP0_ | count[0]$_SDFF_PP0_ | 0.46 | 1
-- state kept, by name (all words and copies together), names as in the netlist --
signal / count
count: 32
outclk: 1
-- synth_stat cells --
master	instances
a2111o_1	1
a21oi_1	13
a221oi_1	1
a31o_2	1
a32oi_1	1
and2_0	1
and2_1	2
and3_1	5
and4_1	3
and4_4	1
buf_2	1
buf_4	1
buf_6	3
clkbuf_1	1
dfxtp_1	33
ha_1	33
inv_1	37
mux2_4	1
nand2_1	19
nand2b_1	2
nand2b_4	1
nand3_1	11
nand3b_1	1
nand3b_4	1
nand4_1	7
nand4_4	2
nor2_1	38
nor2_2	4
nor2b_1	2
nor3_1	6
nor4_1	2
o211a_1	1
o21ai_0	6
or3_1	2
xnor2_1	17
xor2_1	13
-- per-stage QoR --
stage	std cells	total power [mW]	area (µm²)	hold slack (ns)
global placement	401	0.416	2690	0.450
detailed placement	401	0.417	2690	0.448
CTS	408	0.664	2770	0.463
floorplan	274	0.379	2270	0.426
global route	408	0.689	2770	0.493
finish	408	0.657	2770	0.462
-- where the power goes --
group	leakage [nW]	internal, mW	switching (mW)
registers	0.266	0.331	0.00247
logic	0.933	0.0456	0.0287
clock network	0.0443	0.136	0.112
total	1.24	0.513	0.143
-- logic make-up after synthesis --
family	Yosys count
xor+xnor	30
fa+ha+maj	33
mux	1
compound gates	24
buf+inv	43
flops	33
simple gates	110
Power is estimated from default activity; no workload was simulated.
